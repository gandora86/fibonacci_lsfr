==> design/flow/design.v <==
`timescale 1ns/1ps
module lfsr #(
    parameter WIDTH = 16
) (
    input wire  clk,
    input wire  reset,
    input wire  lfsr_enable,
    output reg [WIDTH -1:0] prn     
);
    always @(posedge clk) begin
        if (reset) begin
            prn <= {WIDTH{1'b1}};
        end else begin
            if(lfsr_enable) begin
                prn <= {prn[WIDTH -2:5], prn[4]^prn[WIDTH-1], prn[3], prn[2]^prn[WIDTH-1], prn[1]^prn[WIDTH-1] ,prn[0], prn[WIDTH-1]};
            end
        end
    end
endmodule
==> design/flow/run.sh <==
#!/bin/bash
# OpenROAD 26Q1-2900-gdf79404cd8, Yosys 0.63+post, stock flow scripts
make -C /OpenROAD-flow-scripts/flow DESIGN_CONFIG=/design/flow/config.mk WORK_HOME=/design/flow/orfs finish
==> design/flow/config.mk <==
export PLATFORM = sky130hd
export DESIGN_NAME = lfsr
export DESIGN_NICKNAME = lfsr
export VERILOG_FILES = /design/flow/design.v
export SDC_FILE = /design/flow/constraint.sdc
export NUM_CORES = 4
export LEC_CHECK = 1
export CORE_AREA = 10 10 87 87
export DIE_AREA = 0 0 97 97
==> design/flow/constraint.sdc <==
current_design lfsr

set clk_period 1.1
set clk_io_pct 0.2

create_clock -name clk0 -period $clk_period [get_ports {clk}]

set non_clock_inputs [all_inputs -no_clocks]
set_input_delay [expr $clk_period * $clk_io_pct] -clock clk0 $non_clock_inputs
set_output_delay [expr $clk_period * $clk_io_pct] -clock clk0 [all_outputs]
==> node_exporter_impl.prom <==
# HELP chip_impl_metric Synthesis and place-and-route metrics
# TYPE chip_impl_metric gauge
chip_impl_info{name="status",value="complete, no violations"} 1
chip_impl_metric{name="setup_viol",unit=""} 0
chip_impl_metric{name="vias_per_inst",unit=""} 3.24
chip_impl_info{name="setup_crit_path_kind",value="flop to output port"} 1
chip_impl_metric{name="die-area",unit="mm²"} 0.00941
chip_impl_metric{name="boundaryPins",unit=""} 19
chip_impl_metric{name="clock_pin_slew_reported_for_the_worst_setup_and_hold_paths_after_clock_tree_synthesis",unit="ns"} 0.06
chip_impl_info{name="ys_top_logic_family",value="AND-OR/OR-AND gates"} 1
chip_impl_info{name="end_kind",value="output port"} 1
chip_impl_metric{name="first_pass_grt_wire_length",unit="mm"} 2.69
chip_impl_info{name="worstPathCellList",value="dlygate4sd2_1"} 1
chip_impl_metric{name="path_buffers",unit=""} 1
chip_impl_info{name="cts.root.buffer_cell",value="sky130_fd_sc_hd__clkbuf_8"} 1
chip_impl_metric{name="wl_per_cell",unit="µm"} 9.95
chip_impl_metric{name="power-per-cell-area",unit="mW/mm²"} 1260
chip_impl_metric{name="placement.io_buffers",unit=""} 18
chip_impl_metric{name="cts_hold_buffers",unit=""} 0
chip_impl_metric{name="netlist_instances",unit=""} 57
chip_impl_info{name="r2r_start",value="prn[15]"} 1
chip_impl_metric{name="dp_cells",unit=""} 151
chip_impl_metric{name="worst_slew_margin_rel",unit=""} 0.859
chip_impl_metric{name="synth_adder_area_share",unit=""} 0
chip_impl_metric{name="worstMarginPinSlew",unit="ns"} 0.211
chip_impl_metric{name="netlist_area",unit="µm²"} 626
chip_impl_metric{name="layout_min_cycle_time",unit="ns"} 1.03
chip_impl_metric{name="grt_max_degree",unit=""} 18
chip_impl_metric{name="ctsHtreeMaxLevel",unit=""} 1
chip_impl_metric{name="synthMuxAreaShare",unit=""} 0
chip_impl_metric{name="stage_log_warnings",unit=""} 25
chip_impl_info{name="critPathLaunchType",value="flop"} 1
chip_impl_metric{name="yosys_warnings",unit=""} 1
chip_impl_metric{name="dp.final_hpwl",unit="mm"} 1.18
chip_impl_metric{name="register_area",unit="µm²"} 339
chip_impl_metric{name="remaining_drc_errors",unit=""} 0
chip_impl_metric{name="final_critical_path_setup_slack",unit="ns"} 0.0726
chip_impl_metric{name="clock_insertion_delay_worst_skew",unit="ns"} 0.24
chip_impl_metric{name="max-cap-violations",unit=""} 0
chip_impl_info{name="grt_setup_unrepaired",value="no"} 1
chip_impl_metric{name="hold_ws",unit="ns"} 0.467
chip_impl_metric{name="postSynthAreaPerCell",unit="µm²"} 11.0
chip_impl_metric{name="coreArea",unit="mm²"} 0.00564
chip_impl_metric{name="layoutNonFillerInstCount",unit=""} 163
chip_impl_info{name="regMostFlops",value="prn"} 1
chip_impl_metric{name="required",unit="ns"} 0.88
chip_impl_metric{name="die_x",unit="µm"} 97
chip_impl_metric{name="antenna-diode-count",unit=""} 0
chip_impl_metric{name="grt_pass1_vias",unit=""} 546
chip_impl_info{name="min-delay-path-class",value="flop to flop"} 1
chip_impl_metric{name="peakVddDrop",unit="mV"} 0.514
chip_impl_metric{name="grt.overflow.total",unit=""} 0
chip_impl_metric{name="grtUsageTotal",unit=""} 0.0347
chip_impl_metric{name="final_tally_of_hold_violations",unit=""} 0
chip_impl_metric{name="synth_chip_area",unit="µm²"} 626
chip_impl_metric{name="crit_path_max_incr_delay",unit="ns"} 0.32
chip_impl_metric{name="routed_wirelength",unit="mm"} 1.62
chip_impl_info{name="largestRegisters",value="prn x16"} 1
chip_impl_metric{name="drt_first_pass_iters",unit=""} 2
chip_impl_metric{name="power",unit="mW"} 1.31
chip_impl_metric{name="antenna_violations_before_repair",unit=""} 0
chip_impl_metric{name="combGateArea",unit="µm²"} 262
chip_impl_metric{name="max_freq",unit="MHz"} 973
chip_impl_metric{name="worst_clock_skew",unit="ns"} 0.000583
chip_impl_metric{name="final_antenna_net_count",unit=""} 0
chip_impl_metric{name="number_of_library_cell_types_mapped_by_synthesis",unit=""} 10
chip_impl_info{name="cts_tree",value="yes"} 1
chip_impl_metric{name="place_congestion",unit=""} 0.716
chip_impl_metric{name="fp-row-count",unit=""} 27
chip_impl_metric{name="post-place-ws",unit="ns"} -0.323
chip_impl_metric{name="largest_register_ffs",unit=""} 16
chip_impl_metric{name="timing.critical_path.arrival",unit="ns"} 0.81
chip_impl_metric{name="xor_share",unit=""} 0.0420
chip_impl_info{name="critPathTopFamily",value="flip-flops"} 1
chip_impl_metric{name="numCtsBuffers",unit=""} 3
chip_impl_info{name="hp-start",value="prn[7]"} 1
chip_impl_info{name="worst_path_max_delay_cell",value="sky130_fd_sc_hd__dfxtp_2"} 1
chip_impl_metric{name="cts.path.max_buffers",unit=""} 2
chip_impl_metric{name="num_vias",unit=""} 528
chip_impl_metric{name="nFillCells",unit=""} 618
chip_impl_metric{name="die_span_y",unit="µm"} 97
chip_impl_metric{name="ys_cells",unit=""} 57
chip_impl_metric{name="initial_core_util",unit=""} 0.111
chip_impl_metric{name="drive_above_1_share",unit=""} 0.407
chip_impl_metric{name="crit_path_max_fanout",unit=""} 2
chip_impl_info{name="setup.worst_path.start",value="prn[5]"} 1
chip_impl_metric{name="layout_overhead_on_the_synthesized_area",unit="%"} 66.0
chip_impl_metric{name="synth-seq-cells",unit=""} 16
chip_impl_metric{name="synth_sequential_area_ratio",unit=""} 0.512
chip_impl_metric{name="aoi_share",unit=""} 0.206
chip_impl_metric{name="cts_sinks",unit=""} 16
chip_impl_metric{name="synthSimpleGateAreaFrac",unit=""} 0.166
chip_impl_metric{name="dr.first_iter.drc_count",unit=""} 11
chip_impl_metric{name="finalCritPeriodShare",unit=""} 0.934
chip_impl_metric{name="static-leakage-power",unit="nW"} 0.382
chip_impl_metric{name="report.final.slew_viol_count",unit=""} 0
## layout make-up
class / count / share of cell area
Clock buffer: 3 / 0.0398
Multi-Input combinational cell: 36 / 0.252
Sequential cell: 16 / 0.327
Tap cell: 72 / 0.0867
Timing Repair Buffer: 36 / 0.295
## timing repair
| action | CTS | global route |
|---|---|---|
| gates resized | 33 | 0 |
| endpoints found under the setup margin | 28 | 0 |
| buffers inserted | 9 | 0 |
## worst paths after layout
| check | cells after the start | end | slack (ns) |
|---|---|---|---|
| worst max-delay path | 1 | prn[5] | 0.07 |
| worst min register to register | 1 | prn[8] | 0.47 |
| worst min-delay path | 1 | prn[8] | 0.47 |
| worst max register to register | 3 | prn[15] | 0.19 |
## Yosys cell counts
| cell | n | area (µm²) |
|---|---|---|
| sky130_fd_sc_hd__dfxtp_1 | 16 | 320 |
| sky130_fd_sc_hd__a211o_1 | 13 | 114 |
| sky130_fd_sc_hd__nor2b_1 | 13 | 81.3 |
| sky130_fd_sc_hd__a21oi_1 | 3 | 15.0 |
| sky130_fd_sc_hd__buf_6 | 3 | 33.8 |
| sky130_fd_sc_hd__nor3_1 | 3 | 15.0 |
| sky130_fd_sc_hd__xnor2_1 | 3 | 26.3 |
| sky130_fd_sc_hd__and2b_1 | 1 | 7.51 |
| sky130_fd_sc_hd__buf_2 | 1 | 5.00 |
| sky130_fd_sc_hd__buf_4 | 1 | 7.51 |
## where the power goes
part	total [mW]	internal, mW	leakage (nW)	switching [mW]
registers	0.650	0.629	0.128	0.0202
clock network	0.429	0.242	0.0216	0.187
logic	0.229	0.149	0.233	0.0794
total	1.31	1.02	0.382	0.287
## cells in the final DEF, fill, tap and decap left out, drive strengths merged
master,count
clkbuf,3
buf,18
a21oi,3
and2b,1
dlygate4sd2,17
a211o,13
nor2b,13
nor3,3
dfxtp,16
clkdlybuf4s50,1
xnor2,3
## kinds of logic (layout without fill, tap and decap cells)
logic type | count (synthesis) | in the layout
AND-OR/OR-AND | 16 | 16
buffers and inverters | 5 | 39
AND/OR/NAND/NOR | 17 | 17
flip-flops | 16 | 16
XOR/XNOR | 3 | 3
## per-stage QoR
stage / setup TNS (ns) / util / instance area (µm²)
after floorplan: 0 / - / 626
after global placement: -4.26 / 0.165 / 930
after detailed placement: -4.44 / 0.165 / 930
after CTS: 0 / 0.184 / 1040
after global routing: 0 / 0.184 / 1040
final: 0 / 0.184 / 1040
## metal layers
layer,up-vias,track usage,share of wire
met4,0,0.00225,0.0080
met3,2,0.0186,0.087
met5,-,0,0
met1,246,0.0427,0.44
li1,268,-,-
met2,12,0.0547,0.47
Power and IR drop assume default switching activity.
